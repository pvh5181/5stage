==> flow/design.v <==
module clock_divider(
        input clk_50M,
        output reg clk_1
);
        reg [27:0] counter = 0;
        always@(posedge clk_50M)
        begin
                if(counter == 28'd25_000_000)
                begin
                        counter <= counter + 1;
                        clk_1 <= 1;
                end else if(counter == 28'd50_000_000)
                begin
                        counter <= 0;
                        clk_1 <= 0;
                end else begin
                        counter <= counter + 1;
                        clk_1 <= clk_1;
                end
        end
endmodule
module edge_detection
(
        input clk_50M,
        input clk_1,
        input load,
        output reg load_new
);
        reg load_hold;
        reg load_hold_old;
        reg load_old;
        always@(posedge clk_50M)
        begin
                load_old <= load;
                if(load_old == 1 & load == 0)
                        load_hold <= 1;
                else if (load_new == 1)
                        load_hold <= 0;
        end
        always@(posedge clk_1)
    begin
		load_hold_old <= load_hold;
		if(load_hold_old == 0 & load_hold == 1)
						load_new <= 1;
		else if (load_new == 1)
						load_new <= 0;
end
endmodule
==> flow/run.sh <==
#!/bin/bash
# OpenROAD 26Q1-2900-gdf79404cd8, Yosys 0.63+post, stock flow scripts
make -C /OpenROAD-flow-scripts/flow DESIGN_CONFIG=/design/flow/config.mk WORK_HOME=/design/flow/orfs finish
==> flow/config.mk <==
export PLATFORM = sky130hd
export DESIGN_NAME = clock_divider
export DESIGN_NICKNAME = clock_divider
export VERILOG_FILES = /design/flow/design.v
export SDC_FILE = /design/flow/constraint.sdc
export NUM_CORES = 4
export LEC_CHECK = 1
export CORE_AREA = 10 10 93 93
export DIE_AREA = 0 0 103 103
==> flow/constraint.sdc <==
current_design clock_divider

set clk_period 3.2
set clk_io_pct 0.2

create_clock -name clk0 -period $clk_period [get_ports {clk_50M}]

set non_clock_inputs [all_inputs -no_clocks]
set_input_delay [expr $clk_period * $clk_io_pct] -clock clk0 $non_clock_inputs
set_output_delay [expr $clk_period * $clk_io_pct] -clock clk0 [all_outputs]
==> results.yml <==
# synthesis and place-and-route metrics
outcome:
  status: "finished, final reports clean"
synthesis:
  topCellsByArea: "dfxtp_1 (44%), xnor2_1 (7.9%), nand4_1 (5.6%)"
  async_flop_share: 0
  synth_top_cell_by_count: "dfxtp_1"
  ys_chip_area_sq_um: 1331
  yosys_cells: 145
  yosysTopAreaCellShare: 0.4361
  postSynthSeqShare: 0.4361
  ys_seq_elements: 29
  syn_area_sq_um: 1331
  syn_inst: 145
  syn_avg_cell_area_sq_um: 9.181
  synth-edff-count: 0
  ff_type: "dfxtp_1"
  common_cells: "dfxtp_1 (29), nand4_1 (12), xnor2_1 (12), nand3_1 (10), nor2_1 (10)"
  yosys.area.top_type: "dfxtp_1"
  ys.warnings.count: 1
  synth_cell_types: 31
finish:
  layout-drive-gt1-share: 0.07285
  regArea_sq_um: 580.6
  fillCellCount: 737
  area_growth_pct: 13.16
  final_cells: 231
  comb_area_sq_um: 713.2
  stdcell_area_sq_um: 1506
drt:
  antennaDiodeCount: 0
  first_pass_iters: 5
  vias: 1025
  wl_mm: 2.556
  ant_nets: 0
  route.detailed.drc: 0
  drtIter0Drc: 87
  wl_per_cell_um: 11.06
  via_per_inst: 4.437
cts:
  clockBufferDepth: 2
  cts_sinks: 29
  cts_resized: 0
  clk_latency_ns: 0.28
  path_clk_slew_ns: 0.06
  htree_levels: 2
  post_cts_buffers: 0
  cts_tree: "yes"
  cts.hold.buffers_added: 0
  cts_made_buffers: 5
  cts-root-buf: "clkbuf_8"
worst_setup_path:
  reg2reg_from: "counter[0]$_DFF_P_"
  startpoint_type: "flop"
  cp-startpoint: "counter[0]$_DFF_P_"
  worstPathCellList: "ha_1, nand3_1, or4_1, or3_1, a21oi_1"
  path_class: "reg2reg"
  critPathMaxStageDelay_ns: 0.64
  path_buffers: 0
  path_max_fanout: 8
  crit_required_ns: 3.41
  crit_family: "simple AND/OR/NAND/NOR gates"
  arrival_ns: 2.36
  cp-end-kind: "flop"
  critPathSlowestCell: "or4_1"
power_and_ir_drop:
  clockPowerShare: 0.441
  p_leak_nw: 0.5323
  power_frac_comb: 0
  switching_power_uw: 130.4
  p_seq_frac: 0.559
  ir_drop_mv: 0.1957
  switching_share: 0.2020
  internal-power_uw: 515.1
  power_density_nw_per_um2: 428.5
floorplanning:
  core_region_area_sq_um: 6756
  fp.dieArea_sq_um: 10610
  core.rowCount: 30
  initial_core_util: 0.1970
  die_x_um: 103
  io_pins: 2
  die_h_um: 103
placed_design:
  routabilityCongestion: 0.8385
  dp_hpwl_mm: 1.795
  port_buffers: 1
  dpl-instance-area_sq_um: 1426
  pre_cts_ws_ns: 1.072
  dp_cells: 223
hold_path:
  worstHoldStart: "clk_1$_SDFFE_PP1N_"
  min_path_type: "reg2reg"
global_routing:
  grt_overflow: 0
  grt_first_pass_wirelength_mm: 4.657
  antenna_found_initial: 0
  first_global_vias: 961
  grt_use_total: 0.05333
  grt_max_degree: 12
flow_run:
  tool_warnings: 26
  drv_cap: 0
sta:
  max_freq_ghz: 0.4663
  slew-limit-headroom: 0.6246
  finalMaxSlewViolations: 0
  setup_viol: 0
  tightest_slew_ns: 0.5588
  finalHoldViolCount: 0
  finalCriticalPeriod_ns: 2.145
  fin_ws_ns: 1.055
  finClkSkew_ns: 0.004631
  rsz0062_at_grt: "no"
  period_used_share: 0.6702
  finalSetupTns_ns: 0
## worst reg2reg max path, delay by kind of cell (launching register included)
family                     cells  cell delay, ns
DFF                            1            0.45
adders and majority gates      1            0.27
and+or+nand+nor                3            1.21
AOI/OAI and AO/OA              1            0.14
## metrics by stage
step | hold WS (ns) | utilization | power (mW)
after floorplan | 0.4108 | - | 0.3690
after global placement | 0.4360 | 0.2111 | 0.3690
after detailed placement | 0.4451 | 0.2111 | 0.3690
after CTS | 0.4546 | 0.2230 | 0.6521
after global routing | 0.4864 | 0.2230 | 0.6694
final | 0.4531 | 0.2230 | 0.6455
## routing by layer
metal,wire length (um),up-vias,GRT usage
li1,-,544,-
met1,1444,457,0.08654
met2,951,19,0.06826
met3,127,5,0.01422
met4,33,0,0.008556
met5,0,-,0
## registers in the layout, summed over array words and instances, names as in the netlist
register	flops
counter	28
clk_1	1
## logic make-up after synthesis
kind of cell | share of synthesized area
fa+ha+maj | 0.01879
mux | 0.01504
simple gates | 0.3214
compound gates | 0.05545
buf+inv | 0.02819
xor+xnor | 0.1250
flops | 0.4361
## cells in the final DEF, fill, tap and decap left out
| master | count |
|---|---|
| dfxtp_1 | 29 |
| nand4_1 | 12 |
| xnor2_1 | 12 |
| nand3_1 | 10 |
| nor2_1 | 10 |
| nand2_1 | 9 |
| xor2_1 | 7 |
| nor3_1 | 6 |
| a21oi_1 | 6 |
| clkbuf_8 | 5 |
| inv_1 | 4 |
| and3_1 | 4 |
| nor4_1 | 4 |
| o21ai_0 | 4 |
| or3_1 | 4 |
| or4_1 | 3 |
| clkbuf_1 | 3 |
| o31ai_1 | 2 |
| mux2i_1 | 2 |
| ha_1 | 2 |
| and4_1 | 1 |
| nand4_4 | 1 |
| or4_4 | 1 |
| nor4b_1 | 1 |
| nor3b_1 | 1 |
| o32ai_1 | 1 |
| and4_2 | 1 |
| and3_2 | 1 |
| nor2b_1 | 1 |
| nor4_2 | 1 |
| nor4bb_1 | 1 |
| clkdlybuf4s50_1 | 1 |
| buf_4 | 1 |
## power groups by stage
stage                 clock network (mW)   logic [mW]  registers [mW]
final                              0.284  0.000000259           0.361
after global routing               0.309  0.000000259           0.361
after CTS                          0.291  0.000000259           0.361
## layout make-up
type                    instances  area share
inverters                       4    0.009967
repair buffers                  2     0.01163
clock buffers                   8     0.05316
multi-input cells             108      0.4734
well taps                      80     0.06645
flip-flops and latches         29      0.3854
## final timing paths
check | to | depth (start not counted) | slack (ns)
max | counter[20]$_DFF_P_ | 5 | 1.06
min | clk_1$_SDFFE_PP1N_ | 2 | 0.45
max reg2reg | counter[20]$_DFF_P_ | 5 | 1.06
min reg2reg | clk_1$_SDFFE_PP1N_ | 2 | 0.45
No activity file was given, so power comes from the tool's default toggle rates.
