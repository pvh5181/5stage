$ cat /design/flow/run.sh
#!/bin/bash
# OpenROAD 26Q1-2900-gdf79404cd8, Yosys 0.63+post, stock flow scripts
make -C /OpenROAD-flow-scripts/flow DESIGN_CONFIG=/design/flow/config.mk WORK_HOME=/design/flow/orfs finish
$ cat /design/flow/design.v
module seven_segment_display
(
input [3:0] inputNumber,
output reg [6:0] displayOut
);
always @(*)
begin
        case(inputNumber)
                4'd0: displayOut <= 7'b1000000;
                4'd1: displayOut <= 7'b1111001;
                4'd2: displayOut <= 7'b0100100;
                4'd3: displayOut <= 7'b0110000;
                4'd4: displayOut <= 7'b0011001;
                4'd5: displayOut <= 7'b0010010;
                4'd6: displayOut <= 7'b0000010;
                4'd7: displayOut <= 7'b1111000;
                4'd8: displayOut <= 7'b0000000;
                4'd9: displayOut <= 7'b0010000;
                4'd10: displayOut <= 7'b0001000;
                4'd11: displayOut <= 7'b0000011;
                4'd12: displayOut <= 7'b1000110;
                4'd13: displayOut <= 7'b0100001;
                4'd14: displayOut <= 7'b0000110;
                4'd15: displayOut <= 7'b0001110;
        endcase
end
endmodule
$ cat /design/flow/config.mk
export PLATFORM = sky130hd
export DESIGN_NAME = seven_segment_display
export DESIGN_NICKNAME = seven_segment_display
export VERILOG_FILES = /design/flow/design.v
export SDC_FILE = /design/flow/constraint.sdc
export NUM_CORES = 4
export LEC_CHECK = 1
export CORE_AREA = 10 10 70 70
export DIE_AREA = 0 0 80 80
$ cat /design/flow/constraint.sdc
current_design seven_segment_display

set clk_period 1.5
set clk_io_pct 0.2

create_clock -name clk0 -period $clk_period

set non_clock_inputs [all_inputs -no_clocks]
set_input_delay [expr $clk_period * $clk_io_pct] -clock clk0 $non_clock_inputs
set_output_delay [expr $clk_period * $clk_io_pct] -clock clk0 [all_outputs]
==> flow.log <==
[flow] final metrics
INFO  metric failed_checks = setup timing
INFO  metric detail_routed_net_length_per_standard_cell = 8.96 um
INFO  metric worst_path_max_delay_cell = sky130_fd_sc_hd__mux4_2
INFO  metric synthDistinctLibCells = 15
INFO  metric final.clkbuf_count = 0
INFO  metric critPathKind = primary input to output pin
INFO  metric place.detailed.hpwl = 633 um
INFO  metric globalRoute.totalOverflow = 0
INFO  metric grt_start_max_net_pins = 6
INFO  metric synthToLayoutAreaGrowth = 122%
INFO  metric required = 1200 ps
INFO  metric fp-utilization = 8.06%
INFO  metric max_slew.worst_pin.slew = 164 ps
INFO  metric power.static_leakage = 0.275 nW
INFO  metric final-comb-area = 317 um2
INFO  metric slowest_stage_delay_on_critical_path = 440 ps
INFO  metric timing.final.crit_period = 1640 ps
INFO  metric synthAoiAreaFrac = 15.5%
INFO  metric yosys.area_share.xor_xnor = 0%
INFO  metric vdd_ir_drop_max = 0.0371 mV
INFO  metric avgSynthCellArea = 8.60 um2
INFO  metric number_of_optimization_iterations_in_the_first_detailed_route_pass = 2
INFO  metric sequential_cell_count_of_the_final_layout = 0
INFO  metric gp_routability_congestion = 0.728
INFO  metric top_cells_by_area = sky130_fd_sc_hd__ha_1, sky130_fd_sc_hd__mux2i_1, sky130_fd_sc_hd__mux4_1
INFO  metric capturing_element_type_of_the_critical_path = output pin
INFO  metric drc = 0
INFO  metric placement_stage_cell_area = 502 um2
INFO  metric finalHoldViolCount = 0
INFO  metric pwr_density_cell = 239 nW/um2
INFO  metric numPortBuffers = 11
INFO  metric yosys-mux-area-fraction = 28.2%
INFO  metric rows = 21
INFO  metric netlist_instances = 32
INFO  metric netlist.top_cell.by_area = sky130_fd_sc_hd__ha_1
INFO  metric floorplan.die.width = 80 um
INFO  metric core_region_area = 3420 um2
INFO  metric holdCritPathClass = primary input to output pin
INFO  metric worstPathBufferInverterCount = 4
INFO  metric wl = 923 um
INFO  metric viasPerCell = 3.14
INFO  metric synth_warnings = 1
INFO  metric detail_route.antenna_diodes = 0
INFO  metric antenna_violations_before_repair = 0
INFO  metric io_pins = 11
INFO  metric setup_violations = 4
INFO  metric data_arrival_time_of_the_critical_path = 1340 ps
INFO  metric hold_path_startpoint = inputNumber[1]
INFO  metric cp-startpoint = inputNumber[0]
INFO  metric regArea = 0 um2
INFO  metric maxCapViolations = 0
INFO  metric final_design_area_no_fill = 611 um2
INFO  metric vias_in_the_first_global_route = 336
INFO  metric crit_fanout = 4
INFO  metric drt_iter0_markers = 1
INFO  metric ys_seq_share = 0%
INFO  metric netlist.area_leader.share = 31.8%
INFO  metric share_of_synthesized_cell_area_in_full_adder_half_adder_and_majority_cells = 31.8%
INFO  metric critical_path_launch_point_type = primary input
INFO  metric grt.total_usage = 2.73%
INFO  metric synth-simple-area-share = 14.5%
INFO  metric die-area = 6400 um2
INFO  metric dr_total_vias = 323
INFO  metric crit_family = multiplexers
INFO  metric result_of_the_run = complete, but fails checks
INFO  metric warning_count = 40
INFO  metric die-height = 80 um
INFO  metric synth.cell_area = 275 um2
INFO  metric antenna_left = 0
INFO  metric ys_cells = 32
INFO  metric min_period_over_period = 109%
INFO  metric grt_pass1_wl = 1520 um
INFO  metric final-max-slew-violation-count = 0
INFO  metric yosysMostFrequentCell = sky130_fd_sc_hd__ha_1
INFO  metric slew_headroom = 89.0%
INFO  metric holdBufCountCts = 0
INFO  metric fillCellCount = 374
INFO  metric post-route-worst-setup-slack = -136 ps
INFO  metric p_total = 0.000146 W
INFO  metric setup_repair_after_global_routing_missed_its_margin = yes
INFO  metric topCombFamilyByArea = adder cells
INFO  metric top_cells_by_count = sky130_fd_sc_hd__ha_1, sky130_fd_sc_hd__nor2_1, sky130_fd_sc_hd__mux2i_1
INFO  metric synth-area-yosys = 275 um2
INFO  metric share_of_layout_cells_above_drive_strength_1 = 68.4%
INFO  metric fin_tns_setup = -352 ps
INFO  metric max_freq = 611 MHz
INFO  metric critical_path.cell_chain = buf_8 > inv_4 > ha_1 > inv_2 > mux4_2 > buf_2
==> cells by family after synthesis <==
logic type | after synthesis
and+or+nand+nor | 8
adders and majority gates | 7
AOI/OAI and AO/OA | 6
muxes | 6
buffers and inverters | 5
==> routing by layer <==
metal  share of wire [%]  vias to the layer above  track usage, %
met2                  54                        6            5.30
met1                  39                      154            3.11
met4                   0                        0               0
li1                    -                      163               -
met3                 6.6                        0           0.568
met5                   0                        -               0
==> through the flow <==
stage          setup WS [ps]  utilization, %  hold WS [ps]  std cells
2_1_floorplan           20.1               -           700         32
3_3_place_gp           -1020            14.7          1680         97
3_5_place_dp           -1020            14.7          1680         97
4_1_cts                 -133            17.2          1060        102
5_1_grt                 -224            17.9          1090        103
6_report                -136            17.9          1060        103
==> path summary, 6_finish.rpt <==
| kind | to | slack, ps | depth (start not counted) |
|---|---|---|---|
| setup / recovery | displayOut[3] | -140 | 6 |
| hold / removal | displayOut[1] | 1060 | 4 |
==> power by group <==
part	internal [W]	switching, W	leakage [nW]	total, W
registers	0	0	0	0
logic	0.0000862	0.0000595	0.275	0.000146
clock network	0	0	0	0
total	0.0000862	0.0000595	0.275	0.000146
==> cells in the final DEF (no fill, tap or decap), types with 2 or more instances in the layout <==
master,count
sky130_fd_sc_hd__mux2i_1,4
sky130_fd_sc_hd__buf_2,7
sky130_fd_sc_hd__a22o_1,2
sky130_fd_sc_hd__ha_1,2
sky130_fd_sc_hd__buf_8,2
sky130_fd_sc_hd__clkbuf_2,2
sky130_fd_sc_hd__ha_4,5
sky130_fd_sc_hd__nor2_1,3
sky130_fd_sc_hd__buf_4,10
sky130_fd_sc_hd__buf_6,5
==> repair_timing <==
action / CTS / global route
gates cloned: 1 / 0
buffers inserted: 4 / 2
gates resized: 55 / 12
setup endpoints to repair: 7 / 7
pin swaps: 6 / 2
==> area by class of cell <==
| cell class | instances | area share [%] |
|---|---|---|
| timing repair buffer | 27 | 35.2 |
| multi-input combinational | 27 | 51.8 |
| inverter | 3 | 3.48 |
| tap | 46 | 9.43 |
Power and IR drop assume default switching activity.
